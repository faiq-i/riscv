===== flow/run.sh =====
#!/bin/bash
# OpenROAD 26Q1-2900-gdf79404cd8, Yosys 0.63+post, stock flow scripts
make -C /OpenROAD-flow-scripts/flow DESIGN_CONFIG=/design/flow/config.mk WORK_HOME=/design/flow/orfs finish

===== flow/config.mk =====
export PLATFORM = sky130hd
export DESIGN_NAME = de_mw_registers
export DESIGN_NICKNAME = de_mw_registers
export VERILOG_FILES = /design/flow/design.v
export SDC_FILE = /design/flow/constraint.sdc
export NUM_CORES = 4
export LEC_CHECK = 1
export CORE_AREA = 10 10 208 208
export DIE_AREA = 0 0 218 218

===== flow/constraint.sdc =====
current_design de_mw_registers

set clk_period 1.1
set clk_io_pct 0.2

create_clock -name clk0 -period $clk_period [get_ports {clk}]

set non_clock_inputs [all_inputs -no_clocks]
set_input_delay [expr $clk_period * $clk_io_pct] -clock clk0 $non_clock_inputs
set_output_delay [expr $clk_period * $clk_io_pct] -clock clk0 [all_outputs]

===== flow/design.v =====
module de_mw_registers(
    input logic clk, rst, stall,
    input logic [31:0] pc_in, ir_in, alu_in, wd_in, csr_data_in, csr_addr_in,
    output logic [31:0] pc_out, ir_out, alu_out, wd_out, csr_data_out, csr_addr_out
);
    register PC_REG(
        .clk(clk),
        .rst(rst),
        .stall(stall),
        .in(pc_in),
        .out(pc_out)
    );
    register IR_REG(
        .clk(clk),
        .rst(rst),
        .stall(stall),
        .in(ir_in),
        .out(ir_out)
    );
    register ALU_REG(
        .clk(clk),
        .rst(rst),
        .stall(stall),
        .in(alu_in),
        .out(alu_out)
    );
    register WD_REG(
        .clk(clk),
        .rst(rst),
        .stall(stall),
        .in(wd_in),
        .out(wd_out)
    );
    register CSR_DATA_REG(
        .clk(clk),
        .rst(rst),
        .stall(stall),
        .in(csr_data_in),
        .out(csr_data_out)
    );
    register CSR_ADDR_REG(
        .clk(clk),
        .rst(rst),
        .stall(stall),
        .in(csr_addr_in),
        .out(csr_addr_out)
    );
endmodule
module register(
    input logic clk, rst, stall,
    input logic [31:0] in,
    output logic [31:0] out
);
    always_ff @(posedge clk) begin
        if (rst) out = 0;
        else if (!stall) out = in;
    end
endmodule

==> Table 3: Implementation characteristics <==
Characteristics after synthesis and place and route

Parameter                              Value

Global routing
  GRT met2 Usage    15.24%
  Routing usage on met3    4.140%
  Met1 Usage GRT    12.53%
  Number of antenna violations at the first check in global routing    1
  First-pass GRT wire length    35420 um
  Total congestion overflow after global routing    0
  GRT Util Overall    9.645%
  Via count of the first global-routing pass    5730
  Largest net degree at the start of global routing    40
  Busiest grt layer    met2

STA
  Setup ws final    -0.07655 ns
  Post-Route Setup TNS    -0.1062 ns
  Count of pins over their slew limit    0
  Worst Clk Skew    0 ns
  Unrepaired setup endpoints after global routing    true
  Crit share post-route    107.0%
  Tmin final    1.177 ns
  Headroom to the max-slew limit    82.58%
  Hold violation count in the final report    0
  Highest clock frequency the design can meet    0.8499 GHz
  Transition time at the pin with the least slew margin    0.2613 ns
  Number of endpoints failing setup at the final stage    5

Drt
  Iteration count of the initial detailed-routing pass    4
  DRC Markers    0
  Number of nets with antenna violations after routing    0
  Total length of routed wires    24090 um
  Vias after detailed routing    5677
  Initial detailed-routing violation count    221
  Number of antenna diodes    0
  Post-detailed-route via-to-cell ratio    3.634
  Wirelength per Cell    15.42 um

Synth
  Top comb family, area    multiplexers
  Compound-Gate Fraction of Synth Area    0%
  Mapped Cells    619
  Post-synthesis xor/xnor area fraction    0%
  Post-synth top area share    54.91%
  Proportion of synthesized area in mux cells    27.45%
  Mean area per synthesized cell    11.31 um^2
  Post-synth tally of flip-flops with integrated enable    0
  # Cells Yosys    619
  Yosys adder share    0%
  Synth area leader    sky130_fd_sc_hd__dfxtp_1
  Simple share    10.29%
  Syn Std Cell Area    7000 um^2
  Chip area line of the yosys report    7000 um^2
  Synthesis warning total    1
  Number of synthesized register bits    192
  Number of distinct standard cells referenced by the synthesized netlist    7
  Main area contributors    sky130_fd_sc_hd__dfxtp_1 (55%), sky130_fd_sc_hd__mux2i_1 (27%), sky130_fd_sc_hd__nor2_1 (10%)
  Seq share, synth    54.91%
  Commonest cells in the synthesized netlist    sky130_fd_sc_hd__dfxtp_1 (192), sky130_fd_sc_hd__mux2i_1 (192), sky130_fd_sc_hd__nor2_1 (192)
  Post-synth top flop    sky130_fd_sc_hd__dfxtp_1
  Ys async rst share    0%

Die
  Share of the core filled by cells before placement    18.07%
  Horizontal die size    218 um
  Total die size    47520 um^2
  Top-Level Pins    387
  Core footprint    38740 um^2
  DIE HEIGHT    218 um
  Floorplan row count    72

Critical path
  Type of destination of the critical path    output port
  Worst setup SP type    flop
  Startpoint of the most critical setup path    CSR_DATA_REG.out[14]
  Cells along the critical path    buf_6
  Max FO, Critical Path    2
  Top cell family by delay on the critical path    flip-flops
  Number of buffers and inverters on the critical path    1
  Slowest stage delay, CP    0.41 ns
  Cell with the largest stage delay on the worst path    sky130_fd_sc_hd__dfxtp_4
  Required arrival time at the worst endpoint    0.88 ns
  Reg-to-Reg Start    CSR_DATA_REG.out[14]
  Critical path data arrival time    0.96 ns
  CP Class    flop to output port

CTS
  Cell at the root of the clock tree    sky130_fd_sc_hd__clkbuf_16
  Maximum level of the CTS H-tree    4
  Cts bufs inserted    17
  Clk latency late pin    0.43 ns
  Count of clock tree sinks    192
  CTS tree    done
  Cts hold-fix bufs    0
  Maximum clock insertion buffer count    2
  Clk slew on worst S/H paths    0.08 ns

Min path
  Launch instance of the worst min-delay path    rst
  Hold Path Class    input pin to flop

Placement
  Post-placement setup slack    -0.1970 ns
  Placed cells    1520
  Port Buffer Count    386
  Global placer's final weighted congestion    0.7979
  Placed standard-cell area    11400 um^2
  HPWL after detailed placement    18810 um

Status
  Violations in the final reports    negative setup slack
  Outcome    finished, violations left

Power and ir drop
  Clock power frac    37.0%
  Sequential fraction of design power    48.5%
  Switching pwr    0.003810 W
  Internal power    0.01195 W
  Total power divided by cell area    1368 nW/um^2
  Leak Pwr    5.471 nW
  Sw Ratio    24.17%
  Max VDD drop    0.001004 V
  Combinational fraction of design power    14.5%

Flow run
  # Max-Cap Violations    0
  Number of warnings in the stage logs    27

Final layout
  Number of standard cells in the final layout excluding fillers    1562
  Layout Area Growth over Synthesis    64.56%
  Final instance area    11520 um^2
  Layout cell share with drive strength beyond 1    44.83%
## metrics by stage
step | hold slack [ns] | power [W] | util [%]
6_report | 0.1522 | 0.01576 | 29.74
4_1_cts | 0.1365 | 0.01608 | 29.50
2_1_floorplan | 0.3639 | 0.008578 | -
5_1_grt | 0.1556 | 0.01657 | 29.74
3_5_place_dp | 0.4818 | 0.01033 | 29.44
3_3_place_gp | 0.4727 | 0.01030 | 29.44
## cell type report
cell class                      count  area, um^2
Fill cell                        4061       27220
Sequential cell                   192        4086
Timing Repair Buffer              437        3605
Multi-Input combinational cell    384        2643
Tap cell                          518       648.1
Clock buffer                       19       452.9
Clock inverter                     12       85.08
## path summary, 6_finish.rpt
path	to	slack (ns)	depth (start not counted)
hold / removal	CSR_ADDR_REG.out[29]	0.15	3
setup / recovery	csr_data_out[14]	-0.08	1
setup reg to reg	CSR_DATA_REG.out[14]	0.25	3
hold reg to reg	CSR_ADDR_REG.out[24]	0.48	2
## routing by layer
metal / up-vias / share of wire (%) / wire length, um
met4: 2 / 1.0 / 242
met2: 195 / 47 / 11250
met1: 2594 / 43 / 10380
met5: - / 0.029 / 7
met3: 14 / 9.2 / 2217
li1: 2872 / - / -
## state kept, by name (all words and copies together) (netlist names)
| signal | cells |
|---|---|
| CSR_ADDR_REG.out | 32 |
| CSR_DATA_REG.out | 32 |
| ALU_REG.out | 32 |
| WD_REG.out | 32 |
| IR_REG.out | 32 |
| PC_REG.out | 32 |
## power groups by stage
stage | Clock [W] | Sequential, W | Combinational, W
global route | 0.00636 | 0.00770 | 0.00250
finish | 0.00583 | 0.00765 | 0.00228
CTS | 0.00613 | 0.00765 | 0.00230
## tightest hold or removal path, delay by kind of cell
family	cells	cell delay, ns
buf+inv	2	0.27
simple gates	1	0.06
## logic make-up (layout without fill, tap and decap cells)
| group | count (synthesis) | count (layout) |
|---|---|---|
| DFF | 192 | 192 |
| buffers and inverters | 43 | 468 |
| muxes | 192 | 192 |
| and+or+nand+nor | 192 | 192 |
## cells in the final DEF, fill, tap and decap left out
cell type                         netlist  layout
sky130_fd_sc_hd__clkinvlp_4             0       1
sky130_fd_sc_hd__clkbuf_8               0       2
sky130_fd_sc_hd__clkinv_2               0       5
sky130_fd_sc_hd__inv_6                  0       3
sky130_fd_sc_hd__dfxtp_2                0     191
sky130_fd_sc_hd__clkdlybuf4s50_1        0     192
sky130_fd_sc_hd__clkinv_4               0       3
sky130_fd_sc_hd__mux2i_1              192     192
sky130_fd_sc_hd__buf_2                 16     158
sky130_fd_sc_hd__buf_8                  0       1
sky130_fd_sc_hd__clkbuf_16              0      17
sky130_fd_sc_hd__buf_12                20       8
sky130_fd_sc_hd__dfxtp_4                0       1
sky130_fd_sc_hd__buf_6                  0      35
sky130_fd_sc_hd__buf_4                  2      43
sky130_fd_sc_hd__nor2_1               192     192
## repair_timing
item,in CTS,in global routing
gates cloned,0,0
pin swaps,0,0
setup buffers,6,5
setup endpoints to repair,192,192
gates resized,861,9
Power is estimated from default activity; no workload was simulated.
