==> design/flow/design.v <==
module controller(
    input clk, rst, valid,
    input logic [32-1:0] inst_de, inst_mw,
    output logic reg_wr, sel_a, sel_b, rd_en, wr_en, fwd_a, fwd_b, stall, csr_rd, csr_wr, is_mret,
    output logic [4-1:0] alu_op,
    output logic [4-1:0] rd_op, wr_op,
    output logic [3-1:0] br_op,
    output logic [1:0] wb_sel
);
    logic [6:0] opcode, funct7;
    logic [2:0] funct3;
    logic reg_wr_de, rd_en_de, wr_en_de, csr_rd_de, csr_wr_de, is_mret_de;
    logic [1:0] wb_sel_de;
    logic [4-1:0] rd_op_de, wr_op_de;
    assign opcode = inst_de[6:0];
    assign funct3 = inst_de[14:12];
    assign funct7 = inst_de[31:25];
    always_comb begin
        is_mret_de = 0;
        if (inst_de == 32'h30200073) begin
            is_mret_de = 1;
        end
        if (opcode == 7'b0110011) begin
            csr_rd_de = 0;
            csr_wr_de = 0;
            reg_wr_de = 1;
            sel_a = 0;
            sel_b = 0;
            rd_op_de = 8;
            rd_en_de = 0;
            wr_op_de = 8;
            wr_en_de = 0;
            wb_sel_de = 0;
            br_op = 7;
            case (funct3)
                3'b000: begin
                    case (funct7)
                        7'b0000000: alu_op = 0;
                        7'b0100000: alu_op = 1; 
                        default:    alu_op = 13;
                    endcase
                end
                3'b001: alu_op = 2;
                3'b010: alu_op = 3;
                3'b011: alu_op = 4;
                3'b100: alu_op = 5;
                3'b101: begin
                    case (funct7)
                        7'b0000000: alu_op = 6;
                        7'b0100000: alu_op = 7; 
                        default:    alu_op = 13;
                    endcase
                end
                3'b110: alu_op = 8;
                3'b111: alu_op = 9;
                default: alu_op = 13;
            endcase
        end else if (opcode == 7'b0010011) begin
            csr_rd_de = 0;
            csr_wr_de = 0;
            reg_wr_de = 1;
            sel_a = 0;
            sel_b = 1;
            rd_op_de = 8;
            rd_en_de = 0;
            wr_op_de = 8;
            wr_en_de = 0;
            wb_sel_de = 0;
            br_op = 7;
            case (funct3)
                3'b000: alu_op = 0;
                3'b001: alu_op = 2;
                3'b010: alu_op = 3;
                3'b011: alu_op = 4;
                3'b100: alu_op = 5;
                3'b101: begin
                    case (funct7)
                        7'b0000000: alu_op = 6;
                        7'b0100000: alu_op = 7; 
                        default:    alu_op = 13;
                    endcase
                end
                3'b110: alu_op = 8;
                3'b111: alu_op = 9;
                default: alu_op = 13;
            endcase
        end else if (opcode == 7'b0000011) begin 
            csr_rd_de = 0;
            csr_wr_de = 0;
            alu_op = 0;
            reg_wr_de = 1;
            sel_a = 0;
            sel_b = 1;
            rd_en_de = 1;
            wb_sel_de = 1;
            wr_op_de = 8;
            wr_en_de = 0;
            br_op = 7;
            case (funct3)
                3'b000: rd_op_de = 0;
                3'b001: rd_op_de = 2;
                3'b010: rd_op_de = 4;
                3'b100: rd_op_de = 1;
                3'b101: rd_op_de = 3; 
                default: rd_op_de = 8;
            endcase
        end else if (opcode == 7'b0100011) begin
            alu_op = 0;
            csr_rd_de = 0;
            csr_wr_de = 0;
            reg_wr_de = 0;
            sel_a = 0;
            sel_b = 1;
            rd_op_de = 8;
            rd_en_de = 0;
            wb_sel_de = 0;
            wr_en_de = 1;
            br_op = 7;
            case (funct3)
                3'b000: wr_op_de = 5;
                3'b001: wr_op_de = 6;
                3'b010: wr_op_de = 7;
                default: wr_op_de = 8;
            endcase
        end else if (opcode == 7'b0110111) begin
            csr_rd_de = 0;
            csr_wr_de = 0;
            alu_op = 11;
            reg_wr_de = 1;
            sel_a = 0;
            sel_b = 1;
            rd_op_de = 8;
            rd_en_de = 0;
            wb_sel_de = 0;
            wr_en_de = 0;
            wr_op_de = 8;
            br_op = 7;
        end else if (opcode == 7'b0010111) begin
            csr_rd_de = 0;
            csr_wr_de = 0;
            alu_op = 0;
            reg_wr_de = 1;
            sel_a = 1;
            sel_b = 1;
            rd_op_de = 8;
            rd_en_de = 0;
            wb_sel_de = 0;
            wr_en_de = 0;
            wr_op_de = 8;
            br_op = 7;
        end else if (opcode == 7'b1100011) begin
            csr_rd_de = 0;
            csr_wr_de = 0;
            alu_op = 0;
            reg_wr_de = 0;
            sel_a = 1;
            sel_b = 1;
            rd_op_de = 8;
            rd_en_de = 0;
            wb_sel_de = 0;
            wr_en_de = 0;
            wr_op_de = 8;
            case (funct3)
                3'b000: br_op = 0;
                3'b001: br_op = 1;
                3'b100: br_op = 2;
                3'b101: br_op = 3;
                3'b110: br_op = 4;
                3'b111: br_op = 5;
                default: br_op = 7;
            endcase
        end else if (opcode == 7'b1101111) begin
            csr_rd_de = 0;
            csr_wr_de = 0;
            alu_op = 0;
            reg_wr_de = 1;
            sel_a = 1;
            sel_b = 1;
            rd_op_de = 8;
            rd_en_de = 0;
            wr_op_de = 8;
            wr_en_de = 0;
            wb_sel_de = 2;
            br_op = 6;
        end else if (opcode == 7'b1100111) begin
            csr_rd_de = 0;
            csr_wr_de = 0;
            alu_op = 0;
            reg_wr_de = 1;
            sel_a = 0;
            sel_b = 1;
            rd_op_de = 8;
            rd_en_de = 0;
            wr_op_de = 8;
            wr_en_de = 0;
            wb_sel_de = 2;
            br_op = 6;
        end else if (opcode == 7'b1110011) begin
            csr_rd_de = 1;
            csr_wr_de = 1;
            alu_op = 0;
            reg_wr_de = 1;
            sel_a = 0;
            sel_b = 0;
            rd_op_de = 8;
            rd_en_de = 0;
            wr_op_de = 8;
            wr_en_de = 0;
            wb_sel_de = 3;
            br_op = 7;
        end else begin
            csr_rd_de = 0;
            csr_wr_de = 0;
            alu_op = 13;
            reg_wr_de = 0;
            sel_a = 0;
            sel_b = 0;
            rd_op_de = 8;
            rd_en_de = 0;
            wr_op_de = 8;
            wr_en_de = 0;
            wb_sel_de = 0;
            br_op = 7;
        end
    end
    de_mw_control_registers DE_MW_CTRL_REG(
        .clk(clk),
        .rst(rst),
        .reg_wr_in(reg_wr_de),
        .rd_en_in(rd_en_de),
        .wr_en_in(wr_en_de),
        .wb_sel_in(wb_sel_de),
        .rd_op_in(rd_op_de),
        .wr_op_in(wr_op_de),
        .reg_wr_out(reg_wr),
        .rd_en_out(rd_en),
        .wr_en_out(wr_en),
        .wb_sel_out(wb_sel),
        .rd_op_out(rd_op),
        .wr_op_out(wr_op),
        .csr_rd_in(csr_rd_de),
        .csr_wr_in(csr_wr_de),
        .csr_rd_out(csr_rd),
        .csr_wr_out(csr_wr),
        .is_mret_in(is_mret_de),
        .is_mret_out(is_mret)
    );
    forwarding_unit FWD_UNIT(
        .reg_wr(reg_wr),
        .valid(valid),
        .inst_de(inst_de),
        .inst_mw(inst_mw),
        .fwd_a(fwd_a),
        .fwd_b(fwd_b),
        .stall(stall)
    );
endmodule
module de_mw_control_registers(
    input logic clk, rst, reg_wr_in, rd_en_in, wr_en_in, csr_rd_in, csr_wr_in, is_mret_in,
    input logic [1:0] wb_sel_in,
    input logic [4-1:0] rd_op_in, wr_op_in,
    output logic reg_wr_out, rd_en_out, wr_en_out, csr_rd_out, csr_wr_out, is_mret_out,
    output logic [1:0] wb_sel_out,
    output logic [4-1:0] rd_op_out, wr_op_out
);
    logic [31:0] cregs_out;
    register CTRL_REG(
        .clk(clk),
        .rst(rst),
        .stall(1'b0),
        .in({16'b0, is_mret_in, csr_rd_in, csr_wr_in, rd_op_in, wr_op_in, wb_sel_in, rd_en_in, wr_en_in, reg_wr_in}),
        .out(cregs_out)
    );
    assign reg_wr_out = cregs_out[0];
    assign wr_en_out = cregs_out[1];
    assign rd_en_out = cregs_out[2];
    assign wb_sel_out = cregs_out[4:3];
    assign wr_op_out = cregs_out[8:5];
    assign rd_op_out = cregs_out[12:9];
    assign csr_wr_out = cregs_out[13];
    assign csr_rd_out = cregs_out[14];
    assign is_mret_out = cregs_out[15];
endmodule
module forwarding_unit(
    input logic reg_wr, valid,
    input logic [32-1:0] inst_de, inst_mw,
    output logic fwd_a, fwd_b, stall
);
    assign fwd_a = (inst_de[19:15] == inst_mw[11:7]) & (|inst_mw[11:7]) & reg_wr & (inst_mw[6:0] != 7'b0000011);
    assign fwd_b = (inst_de[24:20] == inst_mw[11:7]) & (|inst_mw[11:7]) & reg_wr & (inst_mw[6:0] != 7'b0000011);
    assign stall = (!valid) & (fwd_a | fwd_b) & (inst_mw[6:0] == 7'b0000011);
endmodule
module register(
    input logic clk, rst, stall,
    input logic [31:0] in,
    output logic [31:0] out
);
    always_ff @(posedge clk) begin
        if (rst) out = 0;
        else if (!stall) out = in;
    end
endmodule
==> design/flow/run.sh <==
#!/bin/bash
# OpenROAD 26Q1-2900-gdf79404cd8, Yosys 0.63+post, stock flow scripts
make -C /OpenROAD-flow-scripts/flow DESIGN_CONFIG=/design/flow/config.mk WORK_HOME=/design/flow/orfs finish
==> design/flow/config.mk <==
export PLATFORM = sky130hd
export DESIGN_NAME = controller
export DESIGN_NICKNAME = controller
export VERILOG_FILES = /design/flow/design.v
export SDC_FILE = /design/flow/constraint.sdc
export NUM_CORES = 4
export LEC_CHECK = 1
export CORE_AREA = 10 10 94 94
export DIE_AREA = 0 0 104 104
==> design/flow/constraint.sdc <==
current_design controller

set clk_period 2.6
set clk_io_pct 0.2

create_clock -name clk0 -period $clk_period [get_ports {clk}]

set non_clock_inputs [all_inputs -no_clocks]
set_input_delay [expr $clk_period * $clk_io_pct] -clock clk0 $non_clock_inputs
set_output_delay [expr $clk_period * $clk_io_pct] -clock clk0 [all_outputs]
==> CHANGELOG.md <==
## Flow update

* Result of the run: finished clean
* Most common logic cell in the routed design: sky130_fd_sc_hd__clkdlybuf4s50_1
* Number of synthesized register bits at 15
* Number of global-route vias before repair at 1426
* Ys Warns at 2
* Clock tree root buffer cell: sky130_fd_sc_hd__clkbuf_8
* Library cells used by synthesis at 44
* Worst-path maximum fanout at 2
* Clock input transition at the sequential cells of the worst setup and hold paths at 0.07 ns
* I/O pin count at 95
* Overall routed net length at 4450 um
* Antenna-violating nets left at 0
* Area of the synthesized netlist per yosys stat at 1110 sq um
* Layout-stage area growth over the synthesis result at 109%
* Max stage delay cell, worst path: sky130_fd_sc_hd__or4_4
* Instance count of the mapped netlist at 144
* Clock sink count at 15
* Place WS at -0.400 ns
* Top logic cells by instance count in the layout: 49 x sky130_fd_sc_hd__clkdlybuf4s50_1, 33 x sky130_fd_sc_hd__buf_4, 15 x sky130_fd_sc_hd__dfxtp_1
* Number of search-and-repair iterations in the first detailed-routing pass at 4
* Number of stages on the worst hold path at 3
* Launch point of the worst hold path: inst_de[13]
* Number of enable flip-flop cells at 0
* Number of buffers between clock root and the deepest sink at 2
* Number of CTS-inserted buffers at 3
* Maximum number of pins on one net before global-route repair at 17
* Worst endpoint data arrival time at 2.04 ns
* Chip Area at 10800 sq um
* Share of synthesized registers carrying an async set or reset at 0
* Max stage delay on crit path at 0.49 ns
* Worst path required time at 2.08 ns
* Number of placement rows at 30
* H-Tree Depth at 1
* Power density normalized to cell area at 274 nW/um^2
* Final setup violation count at 0
* Final hold violations at 0
* Crit share post-route at 0.986
* Largest vdd supply drop at 0.138 mV
* Launch point of the critical path: inst_mw[4]
* Overall global routing resource usage at 0.0777
* Path length in cells of the critical path at 6
* Seq share, synth at 0.271
* Maximum Capacitance Violations at 0
* Sum of overflow across all layers after global routing at 0
* Syn Area/Cell at 7.69 sq um
* Tmin final at 2.56 ns
* Core Util at FP at 0.162
* Horizontal die size at 104 um
* Min-delay worst type: input pin to flop
* Worst Setup Slack, final at 0.0366 ns
* Total antenna diodes in the routed design at 0
* LEAKAGE at 0.980 nW
* Crit Path Class: input pin to output pin
* Fraction of final layout cells sized beyond drive strength 1 at 0.264
* Category of the worst setup path capture point: output pin
* TritonCTS clock tree: yes
* Vias per cell at 4.10
* Number of buffer and inverter instances along the worst setup path at 2
* Setup repair after global routing missed its margin: no
* Most used flip-flop cell after synthesis: sky130_fd_sc_hd__dfxtp_1
* Antenna violations before repair at 0
* Quantity of hold-fixing buffers added after cts at 0
* Cell area after synthesis at 1110 sq um
* Total number of vias at 1402
* Hpwl dp at 3740 um
* Critical path startpoint category: input pin
* Final Max Tran Viols at 0
* Detailed Route Iter0 Violations at 68
* End of the worst hold path: DE_MW_CTRL_REG.CTRL_REG.out[10]
* Cells along the critical path: clkdlybuf4s50_1 -> or4_4 -> o31ai_4 -> a21oi_2 -> and4_1 -> dlygate4sd2_1
* Tally of OpenROAD warnings at 47
* Final routed wire length divided by cell count at 13.0 um
* Area of the core at 6830 sq um
* Cell count listed in synth_stat.txt at 144
* Setup TNS at 0 ns
* Flip-flop count of the largest register, all copies and words added at 15
* Die H at 104 um
* Achievable clock frequency at 390 MHz
* Global placement routability congestion at 0.796
* Wire length of the first global-routing pass at 7080 um
* Dominant delay contributor by cell family on the critical path: buffers and inverters
* I/O Buffers at 72
* Post-detailed-route DRC marker count at 0
where the power goes:
part           switching, mW  internal, mW
registers           0.000857         0.232
logic                 0.0844         0.129
clock network         0.0808         0.106
synth_stat cells, types with 2 or more instances:
| cell type | number | share of area |
|---|---|---|
| sky130_fd_sc_hd__buf_6 | 2 | 0.020 |
| sky130_fd_sc_hd__or4_1 | 2 | 0.014 |
| sky130_fd_sc_hd__a31oi_1 | 2 | 0.011 |
| sky130_fd_sc_hd__inv_1 | 5 | 0.017 |
| sky130_fd_sc_hd__nor3b_1 | 4 | 0.027 |
| sky130_fd_sc_hd__nor4b_1 | 2 | 0.016 |
| sky130_fd_sc_hd__mux2i_1 | 2 | 0.018 |
| sky130_fd_sc_hd__nor3_1 | 9 | 0.041 |
| sky130_fd_sc_hd__and4_1 | 2 | 0.016 |
| sky130_fd_sc_hd__xor2_1 | 6 | 0.047 |
| sky130_fd_sc_hd__nand2b_1 | 7 | 0.040 |
| sky130_fd_sc_hd__clkbuf_1 | 6 | 0.020 |
| sky130_fd_sc_hd__o21ai_0 | 5 | 0.023 |
| sky130_fd_sc_hd__xnor2_1 | 7 | 0.055 |
| sky130_fd_sc_hd__buf_4 | 2 | 0.014 |
| sky130_fd_sc_hd__nand2_1 | 12 | 0.041 |
| sky130_fd_sc_hd__a21o_1 | 3 | 0.020 |
| sky130_fd_sc_hd__buf_2 | 2 | 0.0090 |
| sky130_fd_sc_hd__a21oi_1 | 7 | 0.032 |
| sky130_fd_sc_hd__nand3_1 | 2 | 0.0090 |
| sky130_fd_sc_hd__dfxtp_1 | 15 | 0.27 |
| sky130_fd_sc_hd__nor2_1 | 11 | 0.037 |
| sky130_fd_sc_hd__or4_4 | 2 | 0.020 |
| sky130_fd_sc_hd__nor4_1 | 7 | 0.040 |
kinds of logic after synthesis:
kind of cell / Yosys count / synth area share
buffers and inverters: 17 / 0.0802
AOI/OAI and AO/OA: 27 / 0.157
muxes: 2 / 0.0181
DFF: 15 / 0.271
xor gates and xnor gates: 13 / 0.103
other: 1 / 0.00339
and+or+nand+nor: 69 / 0.367
repair_timing:
action | in CTS | in global routing
cloned | 0 | 0
pin swaps | 9 | 3
gates resized | 49 | 12
setup endpoints to repair | 11 | 8
buffers inserted | 7 | 3
stage by stage:
stage	total power, mW	instances	cell area, sq um	hold slack (ns)	util
after global routing	0.670	342	2310	0.643	0.339
after global placement	0.433	328	2090	1.18	0.306
after detailed placement	0.434	328	2090	1.19	0.306
final	0.634	342	2310	0.631	0.339
after floorplan	0.309	144	1110	0.589	-
after CTS	0.636	339	2250	0.889	0.330
metal layers:
metal  wire length, um  global-route usage  part of all wire  up-vias
met5                 0                   0                 0        -
met4                15             0.00497            0.0034        0
met3               257              0.0201             0.058        4
met2              2290               0.146              0.52       40
met1              1880              0.0887              0.42      630
li1                  -                   -                 -      728
worst max-delay path by stage:
stage	end	slack [ns]
4_1_cts	alu_op[0]	-0.13
5_1_grt	fwd_b	0.0006
6_report	fwd_b	0.04
worst min-delay path, cell delays in order:
cell,delay [ns]
sky130_fd_sc_hd__dlymetal6s2s_1,0.12
sky130_fd_sc_hd__buf_6,0.14
sky130_fd_sc_hd__nor3b_1,0.05
layout make-up:
| type | instances | area [sq um] |
|---|---|---|
| Fill cell | 727 | 4520 |
| Timing Repair Buffer | 110 | 1000 |
| Multi-Input combinational cell | 112 | 827 |
| Sequential cell | 15 | 300 |
| Tap cell | 96 | 120 |
| Clock buffer | 3 | 41.3 |
| Inverter | 5 | 18.8 |
| Clock inverter | 1 | 5.00 |
No activity file was given, so power comes from the tool's default toggle rates.
