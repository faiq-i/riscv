<file path="/design/flow/run.sh">
#!/bin/bash
# OpenROAD 26Q1-2900-gdf79404cd8, Yosys 0.63+post, stock flow scripts
make -C /OpenROAD-flow-scripts/flow DESIGN_CONFIG=/design/flow/config.mk WORK_HOME=/design/flow/orfs finish
</file>
<file path="/design/flow/config.mk">
export PLATFORM = sky130hd
export DESIGN_NAME = alu
export DESIGN_NICKNAME = alu
export VERILOG_FILES = /design/flow/design.v
export SDC_FILE = /design/flow/constraint.sdc
export NUM_CORES = 4
export LEC_CHECK = 1
export CORE_UTILIZATION = 40
</file>
<file path="/design/flow/constraint.sdc">
current_design alu

set clk_period 15.6
set clk_io_pct 0.2

create_clock -name clk0 -period $clk_period

set non_clock_inputs [all_inputs -no_clocks]
set_input_delay [expr $clk_period * $clk_io_pct] -clock clk0 $non_clock_inputs
set_output_delay [expr $clk_period * $clk_io_pct] -clock clk0 [all_outputs]
</file>
<file path="/design/flow/design.v">
module alu(
    input logic [4-1:0] alu_op,
    input logic [32-1:0] A, B,
    output logic [32-1:0] alu_out
);
    always_comb begin
        case (alu_op)
            0:   alu_out = A + B;
            1:   alu_out = A - B;
            2:   alu_out = A << B[4:0];
            3:   alu_out = $signed(A) < $signed(B);
            4:  alu_out = A < B;
            5:   alu_out = A ^ B;
            6:   alu_out = A >> B[4:0];
            7:   alu_out = A >>> B[4:0];
            9:   alu_out = A & B;
            8:    alu_out = A | B;
            10:     alu_out = A;
            11:     alu_out = B;
            12:  alu_out = (A + B) & ~(1'b1);
            default:        alu_out = 32'hx;
        endcase
    end
endmodule
</file>
==> impl_metrics.env <==
# source this file to load flow results
export IMPL_status="finished, final reports clean"
export IMPL_seqPwrFrac_pct=0
export IMPL_cts_resized=0
export IMPL_grt_pass1_wl_um=63000
export IMPL_grt_ovfl_total=0
export IMPL_internal_power_uw=163
export IMPL_top_cell="nor2_1"
export IMPL_yosysWarningCount=1
export IMPL_dpl_hpwl_um=33800
export IMPL_ys_cells=1296
export IMPL_worstPathRequired_ns=12.48
export IMPL_top_area_cell="ha_1"
export IMPL_ctsHoldBuffers=0
export IMPL_p_comb_share_pct=100.0
export IMPL_tightest_slew_ns=0.874
export IMPL_syn_area_mm2=0.00905
export IMPL_antenna_found_initial=3
export IMPL_hold_end="alu_out[1]"
export IMPL_grt_max_degree=57
export IMPL_hp_class="input port to output pin"
export IMPL_grt_pass1_vias=9629
export IMPL_synth_seq_share_pct=0
export IMPL_dpl_cell_area_mm2=0.0101
export IMPL_core_area_mm2=0.0220
export IMPL_initial_core_util_pct=41.1
export IMPL_max_slew_margin_pct=41.1
export IMPL_critical_path_class="input port to output pin"
export IMPL_vias=10568
export IMPL_period_minus_slack_ns=10.61
export IMPL_peakVddDrop_mv=0.0169
export IMPL_clockPowerShare_pct=0
export IMPL_detail_route_iter0_violations=1052
export IMPL_cp_end_kind="output pin"
export IMPL_logic_area_mm2=0.00816
export IMPL_dieArea_mm2=0.0232
export IMPL_tns_ns=0
export IMPL_p_sw_uw=242
export IMPL_common_cells="152 x nor2_1, 134 x a21oi_1, 104 x inv_1, 97 x ha_1, 94 x nand2_1"
export IMPL_pre_cts_ws_ns=5.10
export IMPL_die_w_um=152
export IMPL_fmax_mhz=94.3
export IMPL_synth_cell_types=90
export IMPL_die_h_um=152
export IMPL_gp_congestion=1.04
export IMPL_hp_start="B[1]"
export IMPL_top_area_share_pct=13.4
export IMPL_grtUsageTotal_pct=36.7
export IMPL_crit_path_max_fanout=33
export IMPL_topCellsByArea="ha_1 13%, mux4_2 9.0%, a21oi_1 7.4%, mux2i_1 7.1%, nor2_1 6.3%"
export IMPL_area_delta_synth_final_pct=11.1
export IMPL_synthCells=1296
export IMPL_wirelength_um=42200
export IMPL_start_kind="input port"
export IMPL_regArea_um2=0
export IMPL_drc=0
export IMPL_post_cts_buffers=0
export IMPL_cap_violations=0
export IMPL_p_sw_share_pct=59.8
export IMPL_ff_count=0
export IMPL_setup_violations=0
export IMPL_io_buffers=100
export IMPL_row_count=54
export IMPL_slew_viol_final=0
export IMPL_finalCritPeriodShare_pct=68.0
export IMPL_power_density_mw_per_mm2=40.3
export IMPL_viasPerCell=6.62
export IMPL_n_clock_buffer=0
export IMPL_leakagePower_nw=4.19
export IMPL_hold_depth=5
export IMPL_fillerInstances=2288
export IMPL_cp_data_arrival_time_ns=7.49
export IMPL_yosys_area_mm2=0.00905
export IMPL_pin_count=100
export IMPL_drive_above_1_share_pct=10.4
export IMPL_antennaDiodeCount=0
export IMPL_p_total_uw=405
export IMPL_worst_slack_ns=4.99
export IMPL_tool_warnings=97
export IMPL_grt_setup_unrepaired="false"
export IMPL_ant_nets=0
export IMPL_timing_hold_ws_ns=7.42
export IMPL_postSynthAreaPerCell_um2=6.98
export IMPL_hold_violations=0
export IMPL_firstDrtPassIters=19
export IMPL_fin_area_mm2=0.0101
export IMPL_routedWlPerCell_um=26.4
[power groups by stage]
stage | clock network, mW | registers (mW) | logic (mW)
after CTS | 0 | 0 | 0.395
final | 0 | 0 | 0.405
after global routing | 0 | 0 | 0.434
[critical path: stages]
cell,delay (ns)
buf_2,0.45
clkinv_1,0.36
buf_4,0.33
ha_1,0.49
nor3b_1,0.11
o31ai_1,0.40
a21oi_1,0.18
o31ai_2,0.43
a2111oi_2,0.16
o31ai_2,0.34
nand2_1,0.20
o221a_2,0.30
o21ai_1,0.11
clkdlybuf4s50_1,0.48
[placed cells by master (no fill, tap or decap), types with 9 or more instances in the layout]
master	count
nand3_1	18
a21o_1	16
mux4_2	36
o31ai_1	10
o21ai_0	85
nor2b_1	12
o22ai_1	16
mux2i_1	64
nand2_1	94
o221a_2	9
a31oi_1	13
inv_1	104
a211o_1	9
a222oi_1	12
a221oi_1	24
ha_1	97
clkdlybuf4s50_1	94
o211ai_1	13
a211oi_1	27
mux2_2	33
nor3_1	27
o221ai_1	13
o21bai_1	19
nor2_1	151
nand2b_1	16
buf_4	23
a21oi_1	134
[how the worst max path moves through the flow]
stage / startpoint / end / slack, ns / depth (start not counted)
4_1_cts: B[3] / alu_out[27] / 5.09 / 14
5_1_grt: B[3] / alu_out[27] / 4.68 / 14
6_report: B[3] / alu_out[27] / 4.99 / 14
[through the flow]
stage	util, %	std cells
5_1_grt	45.6	1596
3_3_place_gp	45.6	1596
6_report	45.6	1596
4_1_cts	45.6	1596
2_1_floorplan	-	1296
3_5_place_dp	45.6	1596
[layout make-up]
class	instances	area share [%]
inverter	107	4.00
multi-input combinational	1087	81.2
tap	280	3.48
timing repair buffer	122	11.3
[metal layers]
layer / routed length, µm / global-route usage, %
met5: 25 / 0
met3: 4920 / 10.7
met1: 19100 / 56.0
met4: 661 / 5.78
met2: 17500 / 51.7
[cell families (layout without fill, tap and decap cells)]
group	count (synthesis)	in the layout	share of synthesized area [%]
fa+ha+maj	99	99	13.9
buf+inv	209	229	9.84
xor+xnor	5	5	0.484
simple gates	362	362	18.3
mux	136	136	20.7
compound gates	485	485	36.8
